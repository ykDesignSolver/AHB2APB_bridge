--- design/flow/design.v ---
`timescale 1ns / 1ps
module APB_MASTER(
input Presetn,
input Pclk,
input [32:0] addr_temp,
input [31:0] data_temp,
input [31:0] Prdata,
input transfer,
input Pready,
output reg    Psel,
output reg [31:0] Paddr,
output reg [31:0] Pdata,
output reg [31:0] rdata_temp,
output reg Pwrite,
output reg Penable,
output reg Pint
);
reg [2:0] present_state, next_state;
parameter idle  = 2'b01;
parameter setup  = 2'b10;
parameter enable = 2'b11;
always@(posedge Pclk, negedge Presetn)
begin
  if(!Presetn)
     present_state <= idle;
  else
     present_state <= next_state;
end
always@(*)
begin
case(present_state)
idle:
   begin
     if(!transfer)
        next_state = idle;
     else
        next_state = setup;
   end
setup:
    begin      
     if(Psel)
     next_state = enable;
     else
     next_state = idle;
    end
enable:
    begin
     if(Psel)
       if(transfer)
         begin
           if(Pready)
             begin
             next_state = setup;
             end
           else 
             next_state = enable;
         end
     else
       next_state = idle;
   end    
endcase
end
always @(posedge Pclk)
begin
case(present_state)
idle:
begin
 Pint = 1'b0;
 Psel    = 1'b1;
 Penable = 1'b0;
end 
setup: begin
 Pint = 1'b0;
 Penable = 1'b0;
 end
enable:
     begin
     if(Psel)
       Penable = 1'b1;
       if(transfer)
         begin
           if(Pready)
             begin
             Pint = 1'b1;
             Paddr = addr_temp[31:0];
             Pwrite = addr_temp[32];
              if(addr_temp[32])
               begin
                 Pdata  = data_temp;
                 rdata_temp  = 'b0;
               end
               else
               begin
                 Pdata  = Pdata;
                 rdata_temp  = Prdata;
               end  
             end 
             end
end
endcase
end
endmodule
--- design/flow/run.sh ---
#!/bin/bash
# OpenROAD 26Q1-2900-gdf79404cd8, Yosys 0.63+post, stock flow scripts
make -C /OpenROAD-flow-scripts/flow DESIGN_CONFIG=/design/flow/config.mk WORK_HOME=/design/flow/orfs finish
--- design/flow/config.mk ---
export PLATFORM = sky130hd
export DESIGN_NAME = APB_MASTER
export DESIGN_NICKNAME = APB_MASTER
export VERILOG_FILES = /design/flow/design.v
export SDC_FILE = /design/flow/constraint.sdc
export NUM_CORES = 4
export LEC_CHECK = 1
export CORE_UTILIZATION = 30
--- design/flow/constraint.sdc ---
current_design APB_MASTER

set clk_period 4.6
set clk_io_pct 0.2

create_clock -name clk0 -period $clk_period [get_ports {Pclk}]

set non_clock_inputs [all_inputs -no_clocks]
set_input_delay [expr $clk_period * $clk_io_pct] -clock clk0 $non_clock_inputs
set_output_delay [expr $clk_period * $clk_io_pct] -clock clk0 [all_outputs]
==> results.py <==
# Generated from Yosys and OpenROAD reports
metrics = {
    "status": {
        "status": "complete, no violations",
    },
    "die": {
        "row_count": 38,
        "die_area_sq_um": 11580,
        "coreArea_sq_um": 10840,
        "core_util_floorplan_pct": 30.86,
        "dieWidth_um": 107.6,
        "pin_count": 201,
        "die_h_um": 107.6,
    },
    "final_timing": {
        "hold_slack_ns": 0.6851,
        "fmax_mhz": 376.0,
        "setup_ws_ns": 1.940,
        "hold_viol": 0,
        "fin_crit_sh_pct": 57.82,
        "finalSetupViolations": 0,
        "tightest_slew_ns": 0.6131,
        "slew_violations": 0,
        "slew_headroom_pct": 59.12,
        "rsz0062_at_grt": "no",
        "finalClockSkew_ns": 0.01366,
        "period_needed_ns": 2.660,
        "tns_ns": 0,
        "unclocked_pins": 2,
        "untimed_endpoints": 4,
    },
    "global_routing": {
        "grt_pass1_vias": 1917,
        "overflow": 0,
        "grt_pass1_wl_um": 10330,
        "grt_max_degree": 42,
        "antenna_found_initial": 0,
        "gr-usage-all-layers_pct": 12.75,
    },
    "finish": {
        "fill_cells": 915,
        "drive_above_1_share_pct": 5.753,
        "syn_to_final_growth_pct": 70.23,
        "most-common-layout-cells": "clkdlybuf4s50_1 (199), edfxtp_1 (99), nor2b_1 (32)",
        "fin_area_sq_um": 5695,
        "lay_top_count": "clkdlybuf4s50_1",
    },
    "run": {
        "maxCapViolations": 0,
        "tool_warnings": 25,
    },
    "pwr": {
        "p_switching_mw": 0.3443,
        "pwr-share-comb_pct": 7.7,
        "power_mw": 1.678,
        "p_leak_nw": 1.943,
        "max-vdd-ir-drop_mv": 0.1323,
        "switching_share_pct": 20.52,
        "clockPowerShare_pct": 30.9,
        "p_int_mw": 1.333,
        "power.share.sequential_pct": 61.3,
        "power_density_nw_per_um2": 294.5,
    },
    "drt": {
        "antenna_cells": 0,
        "wl_met1_um": 2661,
        "wl_met3_um": 815,
        "drtIter0Drc": 54,
        "ant_nets": 0,
        "wl_um": 7202,
        "drc": 0,
        "post_drt_wl_per_cell_um": 14.26,
        "firstDrtPassIters": 4,
        "top_layer_used": "met4",
        "via_per_inst": 3.937,
        "dr_wl_met2_um": 3599,
        "vias": 1988,
    },
    "clock_tree": {
        "cts_inserted_buffers": 9,
        "cts_setup_buffers": 0,
        "htreeDepth": 3,
        "cts_tree": "done",
        "cts_hold_buf": 0,
        "clock_latency_ns": 0.36,
        "clk_pin_slew_worst_paths_ns": 0.09,
        "cts.repair.resized": 0,
        "clockBufferDepth": 2,
        "root_buffer": "clkbuf_8",
    },
    "logic_synthesis": {
        "ys_cells": 151,
        "syn-cell-area_sq_um": 3346,
        "synthCells": 151,
        "synth_area_per_cell_sq_um": 22.16,
        "ys_warn_count": 1,
        "ys_seq_elements": 103,
        "synth_cell_types": 16,
        "ys_chip_area_sq_um": 3346,
    },
    "placement": {
        "dp_hpwl_um": 5341,
        "dpl-instance-area_sq_um": 5512,
        "io_buffer_count": 199,
        "gp_congestion": 0.7467,
        "pre_cts_ws_ns": 1.557,
    },
    "worst_setup_path": {
        "cp-end-kind": "flip-flop",
        "path_max_fanout": 41,
        "startpoint_type": "input port",
        "arrival_ns": 2.66,
        "criticalPathCategory": "in -> reg",
        "worst_ep_required_time_ns": 4.60,
    },
    "hold_path": {
        "hold_path.class": "reg -> reg",
    },
}
## area by class of cell
type                    count  area (sq um)  share of cell area, %
clock inverters             7         60.06                  1.054
repair buffers            202          2014                  35.37
well taps                 140         175.2                  3.076
multi-input cells          42         260.3                  4.569
inverters                   2         7.507                 0.1318
flip-flops and latches    103          3054                  53.62
clock buffers               9         123.9                  2.175
## through the flow
step	utilization (%)	instances
2_1_floorplan	-	151
3_3_place_gp	50.84	489
3_5_place_dp	50.84	489
4_1_cts	52.54	505
5_1_grt	52.54	505
6_report	52.54	505
## synthesized netlist by cell type
library cell	instances	area share, %
dfstp_2	1	0.79
conb_1	1	0.11
inv_1	2	0.22
and4_1	1	0.26
a21bo_2	1	0.30
a21oi_1	1	0.15
edfxtp_1	99	89
dfrtp_1	1	0.75
buf_2	2	0.30
buf_4	2	0.45
nand2_1	2	0.22
dlxtn_1	2	0.90
and2_1	2	0.37
a21o_1	1	0.22
nor2b_1	32	6.0
nor2_1	1	0.11
## final timing paths
path,start,end,slack (ns),depth (start not counted)
max in group asynchronous,Presetn,present_state[0]$_DFF_PN1_,3.67,1
max,transfer,rdata_temp[28]$_SDFFCE_PP0P_,1.94,3
max reg2reg,present_state[0]$_DFF_PN1_,rdata_temp[28]$_SDFFCE_PP0P_,2.45,2
min,present_state[1]$_DFF_PN0_,Penable$_DFFE_PP_,0.69,2
min reg2reg,present_state[1]$_DFF_PN0_,Penable$_DFFE_PP_,0.69,2
min in group asynchronous,Presetn,present_state[1]$_DFF_PN0_,0.72,1
## logic make-up after synthesis
family	count (synthesis)	synth area share [%]
buffers and inverters	6	0.9723
other	1	0.1121
and+or+nand+nor	38	6.956
AOI/OAI and AO/OA	3	0.6731
latches	2	0.8976
DFF	101	90.39
## registers in the layout (all words and copies together) (netlist names)
signal         count
Paddr             32
Penable            1
Pdata             32
Pint               1
next_state         2
present_state      2
Pwrite             1
rdata_temp        32
## per-layer routing
layer	vias up	global-route usage [%]
met4	0	1.957
met3	9	4.877
met5	-	0
met1	900	17.81
met2	106	20.56
li1	973	-
## power groups by stage
| stage | combinational, mW | clock (mW) | sequential, mW |
|---|---|---|---|
| finish | 0.129 | 0.519 | 1.03 |
| global route | 0.140 | 0.575 | 1.03 |
| CTS | 0.131 | 0.539 | 1.03 |
## critical path: stages
cell	delay, ns
clkdlybuf4s50_1	0.51
and4_2	0.65
buf_4	0.56
Power and IR drop assume default switching activity.

## /design/flow/run.sh

```bash
#!/bin/bash
# OpenROAD 26Q1-2900-gdf79404cd8, Yosys 0.63+post, stock flow scripts
make -C /OpenROAD-flow-scripts/flow DESIGN_CONFIG=/design/flow/config.mk WORK_HOME=/design/flow/orfs finish
```

## /design/flow/config.mk

```make
export PLATFORM = sky130hd
export DESIGN_NAME = AHB_SLAVE
export DESIGN_NICKNAME = AHB_SLAVE
export VERILOG_FILES = /design/flow/design.v
export SDC_FILE = /design/flow/constraint.sdc
export NUM_CORES = 4
export LEC_CHECK = 1
export CORE_UTILIZATION = 40
```

## /design/flow/constraint.sdc

```tcl
current_design AHB_SLAVE

set clk_period 8.9
set clk_io_pct 0.2

create_clock -name clk0 -period $clk_period [get_ports {Hclk}]

set non_clock_inputs [all_inputs -no_clocks]
set_input_delay [expr $clk_period * $clk_io_pct] -clock clk0 $non_clock_inputs
set_output_delay [expr $clk_period * $clk_io_pct] -clock clk0 [all_outputs]
```

## /design/flow/design.v

```verilog
`timescale 1ns / 1ps
module AHB_SLAVE(
                     input             Hclk,
                     input             Hresetn,
                     input [1:0]       Htrans,
                     input [31:0]       Haddr,
                     input [31:0]       Hwdata,
                     input [1:0]       Hburst,
                     input             Hwrite, Hsel, Hready,
                     output reg [31:0]  Haddr_temp,
                     output reg [31:0]  Hwdata_temp,
                     output reg        valid,
                     output reg        Hwrite_temp
                 );
parameter [1:0] IDLE     = 2'b00;
parameter [1:0] BUSY     = 2'b01;
parameter [1:0] ADDRESS  = 2'b10;
parameter [1:0] TRANSFER = 2'b11;
reg [1:0] present_state;
reg [1:0] next_state;
reg [31:0] addr;
reg [31:0] data;
integer count = 0;
always @(posedge Hclk) begin
    if (Hresetn == 1'b0) begin
        addr <= 'b0;
        data <= 'b0;
    end else begin
        addr <= Haddr;
        data <= Hwdata;
    end
end
always @(posedge Hclk) begin
    if (Hresetn == 1'b0) begin
        present_state <= IDLE;
    end else begin
        present_state <= next_state;
    end
end
always @* begin
    case(present_state)
        IDLE: begin
            if (Hsel && Htrans == 2'b01) begin
                next_state = BUSY;
            end else if (Hsel && (Htrans == 2'b10 || Htrans == 2'b11) && Hready) begin
                next_state = ADDRESS;
            end else begin
                next_state = IDLE;
            end
        end
        BUSY: begin
            if (Hsel && Htrans == 2'b10 && Hready) begin
                next_state = ADDRESS;
            end else if ((Hsel && (Htrans == 2'b01)) || (!Hready)) begin
                next_state = BUSY;
            end else begin
                next_state = IDLE;
            end
        end
        ADDRESS: begin
            if (Hsel && (Htrans == 2'b10 || Htrans == 2'b11) && Hready) begin
                next_state = TRANSFER;
            end else if ((Hsel && (Htrans == 2'b01)) || (!Hready)) begin
                next_state = BUSY;
            end else begin
                next_state = IDLE;   
            end
        end
        TRANSFER: begin
            if (!Hsel || Htrans == 2'b00) begin
                next_state = IDLE;
            end else if ((Htrans == 2'b01) || (!Hready)) begin
                next_state = BUSY;
            end else begin
                case (Hburst)
                    2'b00: next_state = ADDRESS;
                    2'b01: next_state = TRANSFER;
                    2'b10:
                    begin
                        if(count<=3)
                        begin
                            next_state = TRANSFER;
                            count = count+1;
                        end
                        else begin
                            count = 0;
                            next_state = ADDRESS;
                        end
                    end 
                    2'b11: 
                    if (Haddr_temp < (Haddr + 8)) begin
                        next_state = TRANSFER;
                    end else begin
                       next_state = ADDRESS;
                    end
                    default: next_state = IDLE;  
                endcase
            end
        end
        default: begin
            next_state = IDLE;  
        end
    endcase
end
always @(posedge Hclk) begin
    case(present_state)
        IDLE: begin
            valid <= 1'b0;
            Haddr_temp  <= 'b0;
            Hwdata_temp <= 'b0;
            Hwrite_temp <= 1'b0; 
        end
        BUSY: begin
            valid <= valid;
            Haddr_temp  <= Haddr_temp;
            Hwdata_temp <= Hwdata_temp;
            Hwrite_temp <= Hwrite_temp; 
        end
        ADDRESS: begin
            valid <= valid;
            Haddr_temp  <= addr;
            if(Hburst == 2'b00)
            begin
                Hwdata_temp <= data;
                Hwrite_temp <= Hwrite;
            end
            else
            begin
                Hwdata_temp <= Hwdata_temp;
                Hwrite_temp <= Hwrite_temp; 
           end
        end
        TRANSFER: begin
            case (Hburst)
                2'b00: begin
                    valid <= 1'b1;
                    Haddr_temp <= Haddr_temp;
                    Hwdata_temp <= data;
                    Hwrite_temp <= Hwrite; 
                end
                2'b01: begin
                    valid <= 1'b1;
                    Haddr_temp <= Haddr_temp + 1'b1;  
                    Hwdata_temp <= data;  
                    Hwrite_temp <= Hwrite;
                end
                2'b10: begin
                    valid <= 1'b1;
                    Haddr_temp <= Haddr_temp + 1'b1;  
                    Hwdata_temp <= data;  
                    Hwrite_temp <= Hwrite;
                end
                2'b11: begin
                    if (Haddr_temp < (Haddr + 4'd8)) begin
                        valid <= 1'b1;
                        Hwdata_temp <= data;
                        Haddr_temp <= Haddr_temp + 1'b1;  
                        Hwrite_temp <= Hwrite;
                    end else begin
                        valid <= 1'b1;
                        Hwdata_temp <= data;
                        Haddr_temp <= addr;                
                        Hwrite_temp <= Hwrite;
                    end
                end
                default: begin
                    valid <= 1'b0;
                    Haddr_temp  <= 'b0;
                    Hwdata_temp <= 'b0;
                    Hwrite_temp <= 1'b0; 
                end
            endcase
        end
    endcase
end
endmodule
```

==> notes.md <==
Quick summary of the implementation run below.

The fmax came out at about 170 MHz. The clock latency on the worst-skew pair is between 400 and 500 ps. The number of detailed-routing iterations run before antenna repair is 4. The antenna diode instance count came out at 0. After synthesis, the chip area reported by Yosys is between 7000 and 8000 um^2. The post-route worst setup slack came out at 2963 ps.

The pre-CTS setup check shows a worst slack of roughly 2600 ps. The sum of negative setup slack is 0 ps. The clock-pin slew on the worst setup and hold paths is roughly 60 ps. The number of warnings issued by yosys is 65. The number of nets with antenna violations after routing came out at 0.

The wire length of the first global-routing pass is 27540 um. The post-synthesis register bit count is 166. The average via count per standard cell came out at around 5.1. Synthesis produced approximately 730 cells. The final core utilization came out at about 54%. Per the OpenROAD floorplan log, the area of the die is around 19000 um^2. The count of pins on the block boundary came out at 139. The max-slew headroom at the worst pin came out at approximately 50%. Counting tap cells, the placed design contains a total of around 1100 instances. The count of unclocked register or latch pins came out at 32. The final timing report counts setup violations totalling 0. The post-synthesis instance area is approximately 7600 um^2. The kind of path behind the tightest hold check is reg2reg. The die extent in x is 139.6 um.

The buffer_ports step reported a buffer count of approximately 140. The number of resized instances in the post-cts repair step came out at 0. The vertical extent of the die came out at around 140 um. Counting instances in the post-synthesis netlist gives the leading cell types as sky130_fd_sc_hd__dfxtp_1, sky130_fd_sc_hd__edfxtp_1, sky130_fd_sc_hd__and2_1, sky130_fd_sc_hd__nor2_1, sky130_fd_sc_hd__xor2_1. The detailed router's first-iteration violation count is 241.

Wires add up to 16830 um. The per-instance average area after synthesis is 10.35 um^2. The number of maximum-capacitance constraint violations came out at 0. The via count came out at between 5000 and 6000. Across the VDD grid, the largest voltage drop is 0.0001335 V. The count of final hold-check violations came out at 0. Dividing the final minimum period by the clock period gives 66.71%.

The number of antenna violations at the first check in global routing came out at 0. The top cell type by total area after synthesis is sky130_fd_sc_hd__edfxtp_1. The hold buffer count at CTS came out at 0. The non-filler instance count after layout came out at 1116. The number of H-tree levels is 4. The number of clock buffers added by TritonCTS is 17.

The floorplan core area is between 15000 and 20000 um^2. Setup repair after global routing left no endpoint under its margin. The kind of launch point of the worst setup path is an input port. The number of standard cells reported by yosys is about 730. The count of endpoints without a timing constraint is 32.

TritonCTS built the clock tree. The leakage power came out at approximately 3.8 nW. The routed layout reports a DRC error count of 0. Among all flip-flop cells after synthesis, the most frequent one is sky130_fd_sc_hd__dfxtp_1. The average routed wire per standard cell came out at approximately 15 um. The aggregate global-route resource usage came out at between 15 and 20%. The number of buffers between clock root and the deepest sink came out at 2. In this run the clock root is driven by a sky130_fd_sc_hd__clkbuf_16. In this run the biggest area consumer among cell types represents about a quarter of the synthesized area. The proportion of synthesized flip-flops having asynchronous set or reset is 0%.

Looking at the max-slew report, the worst-margin pin has a slew of approximately 750 ps. The pin count of the biggest net entering global routing is 66. Summed over all layers, the global routing overflow is 0. The number of slew-limit violations in the final report came out at 0. The number of warnings in the stage logs is 26.

The most common cell in the synthesized netlist is sky130_fd_sc_hd__dfxtp_1. The sum of net half-perimeters after detailed placement is 11940 um. The minimum period implied by the final worst setup slack came out at roughly 6000 ps. The critical path required time is 9140 ps. The arrival time of data at the critical path endpoint is ~6000 ps. The via count of the first global-routing pass is 5339. The worst setup path is captured at a flip-flop. The synthesis-to-finish area growth came out at 29.17%. The number of standard-cell rows in the floorplan is between 40 and 50. Yosys attributes the largest share of cell area to sky130_fd_sc_hd__edfxtp_1, sky130_fd_sc_hd__dfxtp_1, sky130_fd_sc_hd__dlxtn_1. Dividing total power by cell area gives a power density of about 150 nW/um^2. The run finished with clean final reports. The critical path maximum fanout is 27. The initial utilization of the core area, before any placement, comes to about two fifths. The minimum setup slack among reg-to-reg paths came out at ~5500 ps. The count of flip-flops with a built-in enable after synthesis came out at between 60 and 70.

After clock tree synthesis, the setup repair step added 0 buffers. Looking at the setup timing report, the critical path kind is in2reg. The count of cell types in the netlist is 54. The share of post-route cells with drive strength above 1 is under 10%. The worst clock skew came out at roughly 9.8 ps.

Hold timing on the final database bottoms out at a slack of about 500 ps. The weighted congestion at the end of routability-driven global placement is a little under 0.9.
path summary, 6_finish.rpt:
check	to	depth (start not counted)	startpoint
setup / recovery	Haddr_temp[15]	15	Haddr[6]
hold / removal	Haddr_temp[30]	1	addr[30]
setup reg to reg	Haddr_temp[15]	8	Haddr_temp[2]
hold reg to reg	Haddr_temp[30]	1	addr[30]
metal layers:
| layer | up-vias | routed length [um] | GRT usage, % |
|---|---|---|---|
| li1 | 2864 | - | - |
| met1 | 2626 | 8400 | 30.53 |
| met2 | 176 | 7234 | 26.66 |
| met3 | 12 | 1016 | 4.137 |
| met4 | 0 | 179 | 2.024 |
| met5 | - | 0 | 0 |
cells by family after synthesis:
group           count (synthesis)  share of synthesized area (%)
compound gates                 86                          7.994
xor+xnor                       82                          9.480
fa+ha+maj                      35                          5.780
buf+inv                        41                          2.147
flops                         134                          44.13
latches                        32                          6.342
mux                             4                         0.5285
simple gates                  318                          23.60
layout make-up:
class	instances	area, um^2
clock buffers	18	439.2
multi-input cells	525	3613
well taps	229	286.5
fillers	1540	8484
clock inverters	14	126.4
flip-flops and latches	166	3824
inverters	20	75.07
repair buffers	144	1421
report_power, final:
group / internal [mW] / switching [mW]
clock: 0.393 / 0.265
sequential: 0.688 / 0.0214
combinational: 0.0873 / 0.0581
flip-flops by register name (all words and copies together) (netlist names):
| signal | count |
|---|---|
| Hwdata_temp | 32 |
| data | 32 |
| addr | 32 |
| count | 32 |
| Haddr_temp | 32 |
| Hwrite_temp | 1 |
| valid | 1 |
| present_state | 4 |
worst max-delay path, cell delays in order:
cell	delay, ps
sky130_fd_sc_hd__clkdlybuf4s50_1	570
sky130_fd_sc_hd__and4_1	260
sky130_fd_sc_hd__and3_1	190
sky130_fd_sc_hd__nand2_1	90
sky130_fd_sc_hd__nor2_1	500
sky130_fd_sc_hd__nand3_1	170
sky130_fd_sc_hd__xor2_1	170
sky130_fd_sc_hd__ha_1	310
sky130_fd_sc_hd__nand4_1	160
sky130_fd_sc_hd__nor3_1	100
sky130_fd_sc_hd__a221o_1	300
sky130_fd_sc_hd__o311ai_1	250
sky130_fd_sc_hd__o21a_1	500
sky130_fd_sc_hd__nand2_2	490
sky130_fd_sc_hd__o2bb2ai_1	310
stage by stage:
stage / instance area [um^2] / total power, mW
after detailed placement: 9220 / 0.8677
after floorplan: 7576 / 0.7718
after CTS: 9786 / 1.529
final: 9786 / 1.512
after global placement: 9220 / 0.8664
after global routing: 9786 / 1.575
placed cells by master (no fill, tap or decap), types with 4 or more instances in the layout:
master                              n
sky130_fd_sc_hd__o2bb2ai_1         27
sky130_fd_sc_hd__and2_1            64
sky130_fd_sc_hd__or3_1              4
sky130_fd_sc_hd__inv_1             20
sky130_fd_sc_hd__nand4_1           20
sky130_fd_sc_hd__nor2_1            53
sky130_fd_sc_hd__nor3_1             9
sky130_fd_sc_hd__edfxtp_1          66
sky130_fd_sc_hd__ha_1              35
sky130_fd_sc_hd__dfxtp_1           68
sky130_fd_sc_hd__clkdlybuf4s50_1  137
sky130_fd_sc_hd__buf_4              6
sky130_fd_sc_hd__mux2i_1            4
sky130_fd_sc_hd__clkbuf_16         17
sky130_fd_sc_hd__a21oi_1           21
sky130_fd_sc_hd__nand2_1           50
sky130_fd_sc_hd__nand3_1           36
sky130_fd_sc_hd__and4_1             8
sky130_fd_sc_hd__o21ai_0           15
sky130_fd_sc_hd__nor2b_1           36
sky130_fd_sc_hd__clkinvlp_4         4
sky130_fd_sc_hd__nor4_1             5
sky130_fd_sc_hd__and3_1            13
sky130_fd_sc_hd__dlxtn_1           32
sky130_fd_sc_hd__xnor2_1           30
sky130_fd_sc_hd__xor2_1            52
Power and IR drop assume default switching activity.
